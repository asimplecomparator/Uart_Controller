<file path="flow/run.sh">
#!/bin/bash
# OpenROAD 26Q1-2900-gdf79404cd8, Yosys 0.63+post, stock flow scripts
make -C /OpenROAD-flow-scripts/flow DESIGN_CONFIG=/design/flow/config.mk WORK_HOME=/design/flow/orfs finish
</file>
<file path="flow/config.mk">
export PLATFORM = sky130hd
export DESIGN_NAME = uart_controller
export DESIGN_NICKNAME = uart_controller
export VERILOG_FILES = /design/flow/design.v
export SDC_FILE = /design/flow/constraint.sdc
export NUM_CORES = 4
export LEC_CHECK = 1
export CORE_UTILIZATION = 30
</file>
<file path="flow/constraint.sdc">
current_design uart_controller

set clk_period 10.4
set clk_io_pct 0.2

create_clock -name clk0 -period $clk_period [get_ports {clk}]

set non_clock_inputs [all_inputs -no_clocks]
set_input_delay [expr $clk_period * $clk_io_pct] -clock clk0 $non_clock_inputs
set_output_delay [expr $clk_period * $clk_io_pct] -clock clk0 [all_outputs]
</file>
<file path="flow/design.v">
`resetall
`timescale 1ns / 1ps
`default_nettype none
module baud_gen(
    input   wire        clk,
    input   wire        rst,
    input   wire        new_tx_data,
    output  reg         ce_tx,
    input   wire        new_rx_data,
    output  reg         ce_rx,
    input   wire [23:0] cfg_baud_rate,
    input   wire [ 1:0] cfg_stop_bit,	    
    input   wire [ 1:0] cfg_parity_type,
    input   wire [31:0] cfg_clk_freq
    );
    reg  [31:0]         baud_tx_cnt;
    reg  [ 3:0]         ce_tx_cnt;
    reg  [31:0]         baud_rx_cnt;
    reg  [ 3:0]         ce_rx_cnt;
    reg  [ 3:0]         ce_cnt_max;
    always @( posedge clk ) begin
        if(rst)
            ce_cnt_max <= 4'd0;
        else if(cfg_parity_type==0)
            ce_cnt_max <= 4'd10 + cfg_stop_bit ;
        else 
            ce_cnt_max <= 4'd11 + cfg_stop_bit ;
    end
    always @ (posedge clk) begin
        if(rst || new_tx_data)
            baud_tx_cnt <= cfg_baud_rate *3; 
        else if(ce_tx_cnt==ce_cnt_max)
            baud_tx_cnt <= cfg_baud_rate *3;  
        else 
            baud_tx_cnt <= baud_tx_cnt + cfg_baud_rate;
    end
    always @(posedge clk ) begin
        if(rst || new_tx_data)begin
            ce_tx       <= 1'b0;
            ce_tx_cnt   <= 4'd1;
        end else if(baud_tx_cnt >= (cfg_clk_freq*ce_tx_cnt)) begin
            ce_tx       <= 1'b1;
            ce_tx_cnt   <= ce_tx_cnt + 1'b1;
        end else begin
            ce_tx       <= 1'b0;
            ce_tx_cnt   <= ce_tx_cnt;
        end
    end
    always @ (posedge clk) begin
        if(rst || new_rx_data)  
            baud_rx_cnt <= {1'b0,cfg_clk_freq[31:1]} + (cfg_baud_rate *4);
        else if(ce_rx_cnt==ce_cnt_max) 
            baud_rx_cnt <= {1'b0,cfg_clk_freq[31:1]} + (cfg_baud_rate *4);
        else 
            baud_rx_cnt <= baud_rx_cnt + cfg_baud_rate;
    end
    always @(posedge clk ) begin
        if(rst || new_rx_data)begin
            ce_rx <= 1'b0;
            ce_rx_cnt   <= 4'd1;
        end else if(baud_rx_cnt >= (cfg_clk_freq*ce_rx_cnt)) begin
            ce_rx <= 1'b1;
            ce_rx_cnt <= ce_rx_cnt + 1'b1;
        end else begin
            ce_rx <= 1'b0;
            ce_rx_cnt <= ce_rx_cnt;
        end
    end
endmodule
`resetall
`resetall
`timescale 1ns / 1ps
`default_nettype none
module uart_controller#(
	parameter integer	BAUD_RATE   = 10_000_000,  
	parameter integer   LSB_FIRST   = 1,  	       
	parameter integer	STOP_BIT    = 2,           
	parameter integer	PARITY_TYPE = 2,           
	parameter integer	CLK_FREQ	= 100_000_000  
	)(
	input	wire		clk,
	input	wire		rst,
	input	wire		uart_rxd,
	output	wire		uart_txd,
	input	wire [ 7:0]	s_axis_tdata,
	input	wire 		s_axis_tvalid,
	output	wire 		s_axis_tready,
	output	wire [ 7:0]	m_axis_tdata,
	output  wire 		m_axis_tvalid,
	input	wire [31:0]	s_axis_cfg_tdata,
	input	wire 		s_axis_cfg_tvalid,
	output  wire        s_axis_cfg_tready
	);
	reg  [23:0]			cfg_baud_rate;
	reg  				cfg_lsb_first;
	reg  [ 1:0]			cfg_stop_bit;
	reg  [ 1:0] 		cfg_parity_type;
	reg 				cfg_channel_enable;
	reg	 [31:0]			cfg_clk_freq;
	wire				is_receiving; 
	reg					is_receiving_d1;
	wire				is_transmitting; 
	reg				 	is_transmitting_d1;
	wire				new_rx_data;
	wire				new_tx_data;
	wire				ce_tx;
	wire				ce_rx;
	always @ ( posedge clk ) begin
		if(rst)begin
			cfg_baud_rate 		<= BAUD_RATE;
			cfg_lsb_first 		<= LSB_FIRST;
			cfg_stop_bit  		<= STOP_BIT;
			cfg_parity_type 	<= PARITY_TYPE;
			cfg_channel_enable 	<= 1'b1;   
			cfg_clk_freq		<= CLK_FREQ;
		end else if (s_axis_cfg_tvalid && s_axis_cfg_tready)begin
			cfg_baud_rate 		<= s_axis_cfg_tdata[23:0];
			cfg_lsb_first 		<= s_axis_cfg_tdata[24];
			cfg_stop_bit  		<= s_axis_cfg_tdata[26:25];
			cfg_parity_type 	<= s_axis_cfg_tdata[28:27];
			cfg_channel_enable 	<= s_axis_cfg_tdata[29];
			cfg_clk_freq		<= CLK_FREQ;
		end else begin
			cfg_baud_rate 		<= cfg_baud_rate;
			cfg_lsb_first 		<= cfg_lsb_first;
			cfg_stop_bit  		<= cfg_stop_bit;
			cfg_parity_type 	<= cfg_parity_type;
			cfg_channel_enable 	<= cfg_channel_enable;
			cfg_clk_freq		<= cfg_clk_freq;
		end
	end
	assign s_axis_cfg_tready = !is_receiving && !is_transmitting;
	assign s_axis_tready     = !is_transmitting; 
	always @(posedge clk ) begin
		if(rst)begin
			is_transmitting_d1 <= 1'b0;
			is_receiving_d1	 <= 1'b0;
		end else begin
			is_transmitting_d1 <= is_transmitting;
			is_receiving_d1  <= is_receiving;
		end
	end
	assign	new_rx_data	= !is_receiving_d1 && is_receiving;
	assign  new_tx_data	= !is_transmitting_d1 && is_transmitting;
	baud_gen inst_baud_gen(
		.clk				(clk				),
		.rst				(rst				),
		.new_tx_data		(new_tx_data		),
		.ce_tx				(ce_tx				),
		.new_rx_data		(new_rx_data		),
		.ce_rx				(ce_rx				),
		.cfg_baud_rate		(cfg_baud_rate		),
		.cfg_clk_freq		(cfg_clk_freq		),
		.cfg_stop_bit  		(cfg_stop_bit  		),
		.cfg_parity_type 	(cfg_parity_type 	)
	);
	uart_rx inst_uart_rx(
		.clk				(clk				),
		.rst				(rst				),
		.ce_rx				(ce_rx				),
		.rx_byte			(m_axis_tdata		),
		.received			(m_axis_tvalid		),
		.uart_rx			(uart_rxd			),
		.is_receiving		(is_receiving		),
		.cfg_lsb_first 		(cfg_lsb_first 		),
		.cfg_parity_type 	(cfg_parity_type 	),
		.cfg_channel_enable (cfg_channel_enable	)
	);
	uart_tx inst_uart_tx(
    	.clk				(clk				),
    	.rst				(rst				),
		.ce_tx				(ce_tx				),
    	.tx_byte			(s_axis_tdata		),
    	.transmit			(s_axis_tvalid		),
    	.uart_tx			(uart_txd			),
    	.is_transmitting	(is_transmitting    ),
		.cfg_lsb_first 		(cfg_lsb_first 		),
		.cfg_stop_bit  		(cfg_stop_bit  		),
		.cfg_parity_type 	(cfg_parity_type 	),
		.cfg_channel_enable (cfg_channel_enable	)
    );
endmodule
`resetall
`resetall
`timescale 1ns / 1ps
`default_nettype none
module uart_rx(
    input	wire	    clk,
    input	wire	    rst,
    input   wire        ce_rx,
    output	reg  [7:0]	rx_byte,
    output	reg 	    received,
    input   wire 	    uart_rx,
    output  reg         is_receiving,
    input  wire         cfg_lsb_first,	    
    input  wire [1:0]   cfg_parity_type,	          
    input  wire         cfg_channel_enable
    );
    reg  [ 3:0]         cnt_bit;
    wire [ 3:0]         data_length;
    reg  [ 7:0]         rx_buffer_lsb;
    reg  [ 7:0]         rx_buffer_msb;
    reg  [ 1:0]         sync_in;
    reg  [ 3:0]         sync_in_buffer;
    reg                 parity_bit_cal;
    reg                 parity_bit_sav;
    reg                 parity_error;
    always @ (posedge clk)begin 
        if (rst)
            sync_in <= 2'b11;
        else 
            sync_in <= {sync_in[0],uart_rx};
    end
    always @ (posedge clk)begin 
        if (rst)
            sync_in_buffer <= 4'b1111;  
        else 
            sync_in_buffer <= {sync_in_buffer[3:1],sync_in[1]};
    end
    assign data_length = cfg_parity_type ? 4'd10 : 4'd9;
    always @ (posedge clk)begin 
        if (rst)
            is_receiving <= 1'b0;
        else if (~is_receiving & ~sync_in[1] & cfg_channel_enable)
            is_receiving <= 1'b1;
        else if (is_receiving & (cnt_bit == data_length) & ce_rx) 
            is_receiving <= 1'b0;
    end 
    always @ (posedge clk) begin
        if(rst || !is_receiving)
            cnt_bit <= 4'd0;
        else if(ce_rx && is_receiving)
            cnt_bit <= cnt_bit + 1'b1;
        else
            cnt_bit <= cnt_bit;
    end
    always @ (posedge clk) begin
        if(rst)begin
            parity_error <= 1'b0;
            rx_buffer_lsb <= 8'h00;
            rx_buffer_msb <= 8'h00;
            parity_bit_cal <= 1'b0;
            parity_bit_sav <= 1'b0;
        end else if(is_receiving && ce_rx) begin
            if(cfg_parity_type)begin
                if(cnt_bit <= 4'h8)begin
                    rx_buffer_lsb <= {sync_in[1],rx_buffer_lsb[7:1]};
                    rx_buffer_msb <= {rx_buffer_msb[6:0],sync_in[1]};
                    parity_bit_cal <= parity_bit_cal + sync_in[1];
                end else if(cnt_bit == 4'h9)begin
                    if(cfg_parity_type==2 && (sync_in[1]==(~parity_bit_cal)))
                        parity_error <= 1'b1;
                    else if(cfg_parity_type==1 && (sync_in[1]==parity_bit_cal))
                        parity_error <= 1'b1;
                    else
                        parity_error <= 1'b0;
                end
            end else begin
                rx_buffer_lsb <= {sync_in[1],rx_buffer_lsb[7:1]};
                rx_buffer_msb <= {rx_buffer_msb[6:0],sync_in[1]};
            end
        end else if (!is_receiving)begin
            parity_error <= 1'b0;
            rx_buffer_lsb  <= 8'd0;
            rx_buffer_msb  <= 8'd0;
            parity_bit_cal <= 1'b0;
            parity_bit_sav <= 1'b0;
        end else begin
            parity_error   <= parity_error  ;
            rx_buffer_lsb  <= rx_buffer_lsb ;
            rx_buffer_msb  <= rx_buffer_msb ;
            parity_bit_cal <= parity_bit_cal;
            parity_bit_sav <= parity_bit_sav;
        end
    end
    always @(posedge clk ) begin
        if(rst)begin
            rx_byte <= 8'h0;
            received <= 1'b0;
        end else if(is_receiving && (cnt_bit==data_length) && ce_rx)begin
            received <= ~parity_error;
            if(cfg_lsb_first)
                rx_byte <= rx_buffer_lsb;
            else
                rx_byte <= rx_buffer_msb;
        end else begin
            received <= 1'b0;
            rx_byte <= rx_byte;
        end
    end
endmodule
`resetall
`resetall
`timescale 1ns / 1ps
`default_nettype none
module uart_tx(
    input	wire	    clk,
    input	wire	    rst,
    input   wire        ce_tx,
    input	wire [7:0]	tx_byte,
    input	wire	    transmit,
    output  reg 	    uart_tx,
    output  reg         is_transmitting,
    input  wire         cfg_lsb_first,	
    input  wire [1:0]   cfg_stop_bit,	    
    input  wire [1:0]   cfg_parity_type,	          
    input  wire         cfg_channel_enable
    );
    reg  [3:0]          cnt_bit;
    reg  [3:0]          data_length;
    reg  [8:0]          tx_buffer_lsb;
    reg  [8:0]          tx_buffer_msb;
    reg                 parity_bit_lsb;
    reg                 parity_bit_msb;
    always @( posedge clk ) begin
        if(rst)
            data_length <= 4'd0;
        else if(cfg_parity_type==0)
            data_length <= 4'd8 + cfg_stop_bit ;
        else 
            data_length <= 4'd8 + cfg_stop_bit + 1'b1; 
    end
    always @ ( posedge clk ) begin
        if(rst || ~cfg_channel_enable)
            is_transmitting <= 1'b0;
        else if(transmit && ~is_transmitting)
            is_transmitting <= 1'b1;
        else if(is_transmitting && (cnt_bit == data_length) && ce_tx)
            is_transmitting <= 1'b0;
        else
            is_transmitting <= is_transmitting;
    end
    always @ (posedge clk) begin
        if(rst || !is_transmitting)
            cnt_bit <= 4'd0;
        else if(ce_tx && is_transmitting)
            cnt_bit <= cnt_bit + 1'b1;
        else
            cnt_bit <= cnt_bit;
    end
    always @ (posedge clk) begin
        if(rst)begin
            tx_buffer_lsb <= 9'b0;
            parity_bit_lsb <= 1'b0;
            tx_buffer_msb <= 9'b0;
            parity_bit_msb <= 1'b0;
        end else if(!is_transmitting)begin
            tx_buffer_lsb <= {tx_byte,1'b0};
            parity_bit_lsb <= 1'b0;
            tx_buffer_msb <= {1'b0,tx_byte};
            parity_bit_msb <= 1'b0;
        end else if( ce_tx && is_transmitting )begin
            if(cfg_parity_type)begin
                if(cnt_bit <= 4'd7)begin
                    tx_buffer_lsb <= {1'b1,tx_buffer_lsb[8:1]};
                    parity_bit_lsb <= parity_bit_lsb + tx_buffer_lsb[1];
                    tx_buffer_msb <= {tx_buffer_msb[7:0],1'b1};
                    parity_bit_msb <= parity_bit_msb + tx_buffer_msb[8];
                end else if(cnt_bit == 4'd8)begin
                    if(cfg_parity_type==1)begin
                        tx_buffer_lsb[0] <= ~parity_bit_lsb;
                        tx_buffer_msb[8] <= ~parity_bit_lsb;
                    end else begin
                        tx_buffer_lsb[0] <= parity_bit_lsb;
                        tx_buffer_msb[8] <= parity_bit_lsb;
                    end
                end else begin
                        tx_buffer_lsb <= {1'b1,tx_buffer_lsb[8:1]};
                        tx_buffer_msb <= {tx_buffer_msb[7:0],1'b1};
                end
            end else begin
                tx_buffer_lsb <= {1'b1,tx_buffer_lsb[8:1]};
                tx_buffer_msb <= {tx_buffer_msb[7:0],1'b1};
            end
        end else begin
            tx_buffer_lsb <= tx_buffer_lsb;
            tx_buffer_msb <= tx_buffer_msb;
        end
    end
    always @ ( posedge clk ) begin
        if(rst)
            uart_tx <= 1'b1;
        else if (is_transmitting)begin
            if(cfg_lsb_first)
                uart_tx <= tx_buffer_lsb[0];
            else
                uart_tx <= tx_buffer_msb[8];
        end else
            uart_tx <= 1'b1;
    end
endmodule
`resetall
</file>
==> load_flow_metrics.sql <==
-- generated from flow reports
INSERT INTO impl_metrics (metric_group, metric, value, unit) VALUES
('floorplanning', 'placeableCoreArea', '40800', 'sq um'),
('sta', 'finalHoldViolations', '0', ''),
('routing', 'post-route-drc-count', '0', ''),
('yosys', 'synth_top_cell_by_area', 'sky130_fd_sc_hd__dfxtp_1', ''),
('yosys', 'netlist_top_cells_count', 'sky130_fd_sc_hd__ha_1 (183), sky130_fd_sc_hd__nand2_1 (183), sky130_fd_sc_hd__dfxtp_1 (163)', ''),
('sta', 'finalCritPeriodShare', '0.531', ''),
('floorplanning', 'rows', '74', ''),
('routing', 'dr.first_iter.drc_count', '459', ''),
('yosys', 'post_synth_instance_area', '12400', 'sq um'),
('floorplanning', 'fp_util', '0.304', ''),
('clock_network', 'post_cts_hold_buffer_count', '0', ''),
('yosys', 'synthMuxAreaShare', '0.0162', ''),
('sta', 'clock-skew-final', '0.0104', 'ns'),
('clock_network', 'total_clock_sinks', '163', ''),
('place', 'placedCellCount', '2051', ''),
('sta', 'aggregate_negative_setup_slack', '0', 'ns'),
('status', 'outcome', 'complete, no violations', ''),
('yosys', 'total_cells_reported_by_yosys_after_synthesis', '1493', ''),
('yosys', 'synth-edff-count', '0', ''),
('global_route', 'grt_first_pass_wirelength', '48300', 'um'),
('power_and_ir_drop', 'p_seq_frac', '0.295', ''),
('yosys', 'synth.lib_cells_used.distinct', '71', ''),
('clock_network', 'cts_tree', 'done', ''),
('power_and_ir_drop', 'netSwitchingPower', '1.19', 'mW'),
('routing', 'viasPerCell', '4.92', ''),
('global_route', 'grt_max_degree', '56', ''),
('global_route', 'grt_use_total', '0.144', ''),
('sta', 'final_max_slew_viol_count', '0', ''),
('clock_network', 'post_cts.repair.setup_buffers', '0', ''),
('yosys', 'synth.cellmix.compoundShare', '0.202', ''),
('clock_network', 'clkLatencyLatePin', '0.45', 'ns'),
('power_and_ir_drop', 'p_sw_frac', '0.412', ''),
('sta', 'post-route-min-period', '5.53', 'ns'),
('yosys', 'synth-area-yosys', '12400', 'sq um'),
('yosys', 'synthArstFlopShare', '0', ''),
('yosys', 'yosys_warnings', '4', ''),
('yosys', 'synthTopCellsByArea', 'sky130_fd_sc_hd__dfxtp_1 (26%), sky130_fd_sc_hd__ha_1 (18%), sky130_fd_sc_hd__nand2_1 (5.5%)', ''),
('sta', 'timing.slew.headroom', '0.513', ''),
('routing', 'postRouteAntennaNets', '0', ''),
('routing', 'route.antenna.diode_count', '0', ''),
('critical_path', 'critPathLaunchType', 'flop', ''),
('power_and_ir_drop', 'internal-power', '1.70', 'mW'),
('sta', 'rsz_0062_raised_after_global_routing', 'no', ''),
('sta', 'final.setup.worst_slack', '4.87', 'ns'),
('critical_path', 'max_stage_delay', '0.61', 'ns'),
('hold_path', 'hold_path_class', 'flop to flop', ''),
('layout', 'syn2layout_area_growth', '13.6', '%'),
('critical_path', 'critPathRequiredTime', '10.77', 'ns'),
('yosys', 'synth_largest_type_area_fraction', '0.263', ''),
('clock_network', 'h-tree-depth', '4', ''),
('clock_network', 'cts_buffer_depth', '2', ''),
('routing', 'finalWirelength', '28900', 'um'),
('clock_network', 'clock-root-buffer', 'sky130_fd_sc_hd__clkbuf_16', ''),
('sta', 'fmaxAchievable', '0.181', 'GHz'),
('routing', 'drt_pass_1_iters', '4', ''),
('yosys', 'syn-mean-instance-area', '8.32', 'sq um'),
('sta', 'setup_viol_count_final', '0', ''),
('global_route', 'grt_overflow', '0', ''),
('place', 'place.detailed.hpwl', '22400', 'um'),
('critical_path', 'critical_path_at', '5.90', 'ns'),
('run', 'cap_viol_max_count', '0', ''),
('power_and_ir_drop', 'combPwrFrac', '0.501', ''),
('critical_path', 'worst_path_max_delay_cell', 'sky130_fd_sc_hd__fa_1', ''),
('sta', 'transition_time_of_the_tightest_slew_check_pin', '0.729', 'ns'),
('power_and_ir_drop', 'power_frac_clock', '0.205', ''),
('floorplanning', 'top_level_ports', '57', ''),
('place', 'gp_congestion', '0.911', ''),
('yosys', 'most_used_flip_flop_cell_after_synthesis', 'sky130_fd_sc_hd__dfxtp_1', ''),
('critical_path', 'criticalPathCategory', 'flop to flop', ''),
('yosys', 'xor_xnor_share', '0.0987', ''),
('yosys', 'top_logic_kind', 'adder cells', '');
cell families (layout without fill, tap and decap cells):
logic type                 count (synthesis)  after routing
muxes                                     20             20
and+or+nand+nor                          457            457
DFF                                      163            163
buffers and inverters                    116            172
adders and majority gates                202            202
xor gates and xnor gates                 140            140
AOI/OAI and AO/OA                        395            395
state kept, by name, indices dropped and copies added (netlist names), 2 cells and up:
signal	flops
inst_uart_rx.rx_buffer_msb	7
inst_uart_tx.cnt_bit	4
inst_uart_rx.rx_byte	8
inst_uart_tx.tx_buffer_msb	9
inst_uart_tx.tx_buffer_lsb	9
inst_baud_gen.baud_tx_cnt	32
inst_baud_gen.baud_rx_cnt	32
cfg_baud_rate	24
inst_uart_rx.cnt_bit	4
cfg_stop_bit	2
inst_uart_tx.data_length	2
inst_baud_gen.ce_rx_cnt	4
inst_uart_rx.sync_in	2
inst_baud_gen.ce_tx_cnt	4
cfg_parity_type	2
inst_baud_gen.ce_cnt_max	4
cell usage in the layout, fill, tap and decap left out, drive strengths merged, types with 5 or more instances in the layout:
master / count
a21o: 38
nor3: 19
clkbuf: 18
clkdlybuf4s50: 53
nor2b: 18
fa: 19
nor2: 101
nand3: 47
nand2: 183
nand4: 13
a211oi: 13
a21oi: 127
inv: 84
dfxtp: 163
a211o: 5
o21ai: 92
xor2: 66
mux2i: 19
o31ai: 6
nand2b: 17
or3: 10
o21bai: 11
o211ai: 13
buf: 9
and3: 12
clkinv: 6
a31oi: 30
o21a: 18
ha: 183
and2: 11
a21boi: 6
xnor2: 74
or2: 5
path summary, 6_finish.rpt:
| check | to | depth (start not counted) | start | slack (ns) |
|---|---|---|---|---|
| worst max-delay path | inst_baud_gen.ce_tx_cnt[3]$_SDFFE_PP0P_ | 20 | inst_baud_gen.ce_tx_cnt[2]$_SDFFE_PP0P_ | 4.87 |
| worst min-delay path | inst_uart_rx.sync_in[1]$_SDFF_PP1_ | 1 | inst_uart_rx.sync_in[0]$_SDFF_PP1_ | 0.43 |
| worst max register to register | inst_baud_gen.ce_tx_cnt[3]$_SDFFE_PP0P_ | 20 | inst_baud_gen.ce_tx_cnt[2]$_SDFFE_PP0P_ | 4.87 |
| worst min register to register | inst_uart_rx.sync_in[1]$_SDFF_PP1_ | 1 | inst_uart_rx.sync_in[0]$_SDFF_PP1_ | 0.43 |
power by group through the flow:
| stage | sequential [mW] | combinational (mW) | clock [mW] |
|---|---|---|---|
| after CTS | 0.854 | 1.45 | 0.606 |
| after global routing | 0.867 | 1.65 | 0.631 |
| final | 0.850 | 1.44 | 0.590 |
routing by layer:
layer | global-route usage | routed length (um) | up-vias
met5 | 0 | 0 | -
met4 | 0.0169 | 367 | 0
met3 | 0.0220 | 1180 | 19
met2 | 0.213 | 11800 | 159
met1 | 0.228 | 15600 | 4668
li1 | - | - | 5398
critical path: cells and delay by family, from the launching register on:
family / cells / cell delay, ns
adders and majority gates: 4 / 1.74
AOI/OAI and AO/OA: 10 / 2.01
xor gates and xnor gates: 1 / 0.13
DFF: 1 / 0.59
and+or+nand+nor: 5 / 0.96
area by class of cell:
type                       count  area [sq um]  share of cell area
timing repair buffer          62           596              0.0422
clock buffer                  18           439              0.0311
tap                          532           666              0.0472
inverter                      80           300              0.0213
multi-input combinational   1214          8750               0.620
clock inverter                12           101             0.00718
sequential                   163          3260               0.231
stage by stage:
step                utilization  hold slack [ns]  area, sq um  total power [mW]
detailed placement        0.332            0.410        13600              2.30
CTS                       0.346            0.430        14100              2.91
finish                    0.346            0.425        14100              2.88
global placement          0.332            0.410        13600              2.28
global route              0.346            0.438        14100              3.15
floorplan                     -            0.389        12400              1.98
Power is estimated from default activity; no workload was simulated.
